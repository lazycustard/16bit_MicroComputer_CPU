$ cat design/flow/run.sh
#!/bin/bash
# OpenROAD 26Q1-2900-gdf79404cd8, Yosys 0.63+post, stock flow scripts
make -C /OpenROAD-flow-scripts/flow DESIGN_CONFIG=/design/flow/config.mk WORK_HOME=/design/flow/orfs finish
$ cat design/flow/config.mk
export PLATFORM = sky130hd
export DESIGN_NAME = PC
export DESIGN_NICKNAME = PC
export VERILOG_FILES = /design/flow/design.v
export SDC_FILE = /design/flow/constraint.sdc
export NUM_CORES = 4
export LEC_CHECK = 1
export CORE_AREA = 10 10 70 70
export DIE_AREA = 0 0 80 80
$ cat design/flow/constraint.sdc
current_design PC

set clk_period 1.0
set clk_io_pct 0.2

create_clock -name clk0 -period $clk_period [get_ports {clk}]

set non_clock_inputs [all_inputs -no_clocks]
set_input_delay [expr $clk_period * $clk_io_pct] -clock clk0 $non_clock_inputs
set_output_delay [expr $clk_period * $clk_io_pct] -clock clk0 [all_outputs]
$ cat design/flow/design.v
module PC(
    input clk,
    input reset,
    input [15:0] NextPC,
    output reg [15:0] Q
);
always @(posedge clk or posedge reset) begin
    if(reset) Q <= 16'b0;
    else Q <= NextPC;
end
endmodule
==> results.rst <==
Flow metrics
------------

.. list-table::
   :header-rows: 1

   * - Metric
     - Value
   * - Delay of the slowest cell on the worst path
     - 0.37 ns
   * - Register area share after synthesis
     - 99.07%
   * - Vias per Instance
     - 2.720
   * - Post-synthesis cell type with the largest instance count
     - sky130_fd_sc_hd__dfrtp_1
   * - Vertical extent of the die
     - 80 µm
   * - Number of routed nets with antenna violations
     - 0
   * - Unrepaired setup endpoints after global routing
     - yes
   * - Max FO, Critical Path
     - 1
   * - Fin crit period
     - 0.9485 ns
   * - Largest net degree at the start of global routing
     - 17
   * - Cell at the slowest stage of the critical path
     - sky130_fd_sc_hd__dfrtp_1
   * - Top area contributor share
     - 99.07%
   * - DRC violations left
     - 0
   * - Mux frac, synth
     - 0%
   * - Final setup vio count
     - 0
   * - CTS HTree Levels
     - 1
   * - Initial DRT Pass Iterations
     - 2
   * - Leakage component of the power
     - 0.0003444 µW
   * - Total antenna diodes in the routed design
     - 0
   * - Routed via count
     - 272
   * - XOR/XNOR Area Share
     - 0%
   * - Cell area after synthesis
     - 404.1 µm²
   * - Routed wire length per instance
     - 11.28 µm
   * - Smallest hold slack
     - 0.2378 ns
   * - Final max-slew violation count
     - 0
   * - Synthesized instance count
     - 17
   * - Met1 wire length
     - 301 µm
   * - Flip-flops with a built-in enable
     - 0
   * - Root cell of the clock tree
     - sky130_fd_sc_hd__clkbuf_4
   * - Number of logged tool warnings
     - 26
   * - Flip-flop count of the largest register, all copies and words added
     - 16
   * - Endpoint class of the critical path
     - output pin
   * - Layout cells sized above 1
     - 37.04%
   * - Dominant register cell in the synthesized netlist
     - sky130_fd_sc_hd__dfrtp_1
   * - RD Place Congestion
     - 0.6345
   * - Most frequent cells after synthesis
     - sky130_fd_sc_hd__dfrtp_1 (16), sky130_fd_sc_hd__inv_1 (1)
   * - Ys flops
     - 16
   * - Largest registers
     - Q x16
   * - Instance area after placement
     - 812.0 µm²
   * - Number of buffers inserted to repair setup after CTS
     - 0
   * - Die area
     - 6400 µm²
   * - Synth area leader
     - sky130_fd_sc_hd__dfrtp_1
   * - Area of all placed cells without fillers
     - 754.5 µm²
   * - Via count of the first global-routing pass
     - 334
   * - Clock-pin slew reported for the worst setup and hold paths after clock tree synthesis
     - 0.08 ns
   * - Crit path required time
     - 0.80 ns
   * - Top non-seq family
     - buffers and inverters
   * - Post-synthesis to final-layout area growth
     - 86.69%
   * - Top cells by area, synth
     - sky130_fd_sc_hd__dfrtp_1 (99%), sky130_fd_sc_hd__inv_1 (0.93%)
   * - Final tally of hold violations
     - 0
   * - Width of the die
     - 80 µm
   * - CP arrival
     - 0.75 ns
   * - Register with the most flip-flops
     - Q
   * - Number of hold buffers added after CTS
     - 0
   * - Achievable frequency
     - 1054 MHz
   * - Total core area
     - 3416 µm²
   * - Number of different library cells in the post-synthesis netlist
     - 2
   * - Number of placement rows
     - 21
   * - Aggregate global-route resource usage
     - 3.249%
   * - Top routing layer in use
     - met4
   * - Total Power Consumption
     - 1102 µW
   * - Path type of the worst min-delay path
     - in2async
   * - Starting Density
     - 11.83%
   * - Number of cells in Yosys stat
     - 17
   * - Post-synthesis share of cell area spent on full adders, half adders and majority gates
     - 0%
   * - Antenna violations before repair
     - 0
   * - Iteration-0 DRC count of the detailed router
     - 6
   * - P per Cell Area
     - 1460 nW/µm²
   * - I/O pin cnt
     - 34
   * - Global-route wire length before repair
     - 1662 µm
   * - Total detailed-routing wirelength
     - 1128 µm
   * - Type of the worst setup path
     - reg2out
   * - Count of synthesis-stage warnings from yosys
     - 1
   * - Ao+oa area frac
     - 0%
   * - Chip Area, Yosys
     - 404.1 µm²
   * - Met2 layer wire length in the routed design
     - 661 µm
   * - GRT Residual Overflow
     - 0
   * - Transition time of the tightest slew-check pin
     - 0.09519 ns
   * - Fraction of registers with async set or reset after synthesis
     - 100.0%
   * - Post-Route Utilization
     - 22.09%
   * - Number of maximum-capacitance constraint violations
     - 0
   * - Average cell area after synthesis
     - 23.77 µm²
   * - WP buf/inv
     - 1
   * - Final period util
     - 94.85%
   * - Number of sinks handled by clock tree synthesis
     - 16
   * - Number of logic gates
     - 0
   * - Worst-path cell chain
     - buf_2
   * - Area fraction in and, or, nand and nor cells
     - 0%
   * - Number of buffers on the longest clock path
     - 2
   * - Largest delay share family, worst path
     - flip-flops
   * - TritonCTS clock tree
     - done
   * - Total CTS buffers
     - 3
   * - CP startpoint kind
     - register
   * - Worst slew margin relative to its limit
     - 93.65%
   * - MI comb area
     - 0 µm²
   * - Outcome
     - completed
   * - Number of port buffers
     - 33
   * - Length of routed met3 wiring
     - 131 µm
   * - Worst IR drop on VDD
     - 0.2039 mV
kinds of logic after synthesis:
family,count (synthesis)
flip-flops,16
buffers and inverters,1
layout by cell type (no fill, tap or decap):
cell | synthesis | routed
sky130_fd_sc_hd__inv_1 | 1 | 1
sky130_fd_sc_hd__buf_12 | 0 | 1
sky130_fd_sc_hd__dfrtp_1 | 16 | 16
sky130_fd_sc_hd__clkbuf_4 | 0 | 3
sky130_fd_sc_hd__buf_2 | 0 | 16
sky130_fd_sc_hd__clkdlybuf4s50_1 | 0 | 17
metrics by stage:
stage	worst slack (ns)	setup TNS [ns]	std cells
floorplan	0.4879	0	17
global route	-0.003747	-0.005202	100
global placement	0.01962	0	97
detailed placement	0.01331	0	97
CTS	0.02805	0	100
finish	0.05146	0	100
worst paths after layout:
kind                           startpoint              end  slack, ns  depth (start not counted)
max in group asynchronous           reset   Q[7]$_DFF_PP0_       0.64                          3
worst min-delay path                reset   Q[6]$_DFF_PP0_       0.24                          3
min in group clk0              NextPC[10]  Q[10]$_DFF_PP0_       0.36                          1
worst max-delay path       Q[6]$_DFF_PP0_             Q[6]       0.05                          1
metal layers:
metal | vias up | track usage (%)
met5 | - | 0
met2 | 12 | 6.180
met1 | 134 | 2.791
met3 | 2 | 1.477
met4 | 0 | 1.408
li1 | 124 | -
cell type report:
cell class	count	area (µm²)
clock buffers	3	22.52
fillers	366	2661
inverters	1	3.754
flip-flops and latches	16	400.4
well taps	46	57.56
repair buffers	34	270.3
repair_timing:
item | in CTS | in global routing
gates cloned | 0 | 0
setup endpoints to repair | 16 | 3
pin swaps | 0 | 0
resized | 48 | 0
report_power, final:
group	switching [µW]	internal (µW)	total [µW]
Sequential	7.38	679	686
Clock	164	139	303
Combinational	26.9	85.8	113
Total	198	903	1100
No activity file was given, so power comes from the tool's default toggle rates.
