==> /design/flow/design.v <==
module IR(
    input clk,
    input reset,
    input [15:0] D,
    output reg [15:0] Q
);
always @(posedge clk or posedge reset) begin
    if(reset) Q <= 16'b0;
    else Q <= D;
end
endmodule
==> /design/flow/run.sh <==
#!/bin/bash
# OpenROAD 26Q1-2900-gdf79404cd8, Yosys 0.63+post, stock flow scripts
make -C /OpenROAD-flow-scripts/flow DESIGN_CONFIG=/design/flow/config.mk WORK_HOME=/design/flow/orfs finish
==> /design/flow/config.mk <==
export PLATFORM = sky130hd
export DESIGN_NAME = IR
export DESIGN_NICKNAME = IR
export VERILOG_FILES = /design/flow/design.v
export SDC_FILE = /design/flow/constraint.sdc
export NUM_CORES = 4
export LEC_CHECK = 1
export CORE_AREA = 10 10 70 70
export DIE_AREA = 0 0 80 80
==> /design/flow/constraint.sdc <==
current_design IR

set clk_period 1.0
set clk_io_pct 0.2

create_clock -name clk0 -period $clk_period [get_ports {clk}]

set non_clock_inputs [all_inputs -no_clocks]
set_input_delay [expr $clk_period * $clk_io_pct] -clock clk0 $non_clock_inputs
set_output_delay [expr $clk_period * $clk_io_pct] -clock clk0 [all_outputs]
==> summary.txt <==
fresh numbers from the pnr run: kind of cell adding the most delay to the critical path=flip-flops, yosys warns=1, max reg flops=16, sequential share of the synthesized area=0.991, CTS clk-pin slew, worst paths=0.08 ns, largest area contributor in the netlist=dfrtp_1, Final Critical Period=0.949 ns, Init Core Util=0.118, Area leader share=0.991, PwrDens=1460 nW/um^2, Worst Hold Class=primary input to asynchronous set/reset pin, CP Class=register to output port, PortBufs=33, vias=272, leakage=0.000344 uW, GRT Max-Usage Layer=met2, Top cells by area=dfrtp_1 (99%), inv_1 (0.93%), TritonCTS Buffers=3, setup violators final=0, Comb gates=0, Log Warnings=26, Hold Vio Cnt, Final=0, layout cells sized above 1=0.370, Tot GR Track Use=0.0325, Top Registers=Q: 16 flops, clk sinks=16, Worst Tran Pin Value=0.0952 ns, cells along the critical path=buf_2, CTS H-tree lvls=1, Routed Antenna Nets=0, met2 usage=0.0618, Clock Tree Buf Depth=2, slew margin rel.=0.936, status=complete, no violations, top cells by count=dfrtp_1 (16), inv_1 (1), Hold Worst Slack=0.238 ns, Peak supply drop=0.204 mV, largest net degree at the start of global routing=17, met1 usage=0.0279, CP startpoint kind=register, initial antenna violation count=0, critical path peak fanout=1, met3 usage=0.0148, RSZ-0062 raised after global routing=yes, Netlist cell types=2, Congestion Overflow GR=0, total negative setup slack=0 ns, area grow syn2layout=86.7%, fin crit share=0.949, DRC viols=0, CP max-delay cell=dfrtp_1, placer's final routability congestion estimate=0.635, Syn Inst Count=17, total die size=6400 sq um, final slew viol count=0, Hold-fix buffers, CTS=0, post-synthesis sequential element count=16, final cell count without fillers=100, Die Y=80 microns, core area=3420 sq um, Fillers=366, CTS tree=yes, Post-DP Area=812 sq um, initial DRC count=6, Avg Cell Area, Syn=23.8 sq um, Yosys chip area=404 sq um, post-route cell area=754 sq um, Rows=21, Worst EP required=0.80 ns, Worst Path Buf+Inv=1, Setup crit end kind=output port, chip width=80 microns, mapped cell area=404 sq um, max-cap violations=0, Top reg by flops=Q, DRT Pass-1 Iters=2, io pins=34, cell count in the Yosys report=17, WL/cell=11.3 microns, first-pass GRT wire length=1660 microns, ant diodes=0, Max Fclk=1.05 GHz, most numerous cell in the Yosys netlist=dfrtp_1, critical path arrival=0.75 ns, Vias/cell=2.72, total chip power=1100 uW, CP peak stage delay=0.37 ns, Dominant flop cell=dfrtp_1, WL final=1130 microns, asr flop ratio synth=1.00, number of global-route vias before repair=334, Inst Count DP=97, Post-synth EDFFs=0, logic area=0 sq um, clock root cell=clkbuf_4
[what timing repair did]
action,4_1_cts,5_1_grt
setup endpoints to repair,16,3
pin swaps,0,0
buffers inserted,0,0
gates resized,48,0
[report_power, final]
part           switching, uW  internal (uW)
sequential              7.38            679
combinational           26.9           85.8
clock                    164            139
total                    198            903
[metal layers]
layer	wire length, microns	part of all wire
met3	131	0.12
met4	34	0.030
met1	301	0.27
met2	661	0.59
met5	0	0
[layout make-up]
cell class              count  area, sq um  share of cell area
flip-flops and latches     16          400               0.531
repair buffers             34          270               0.358
well taps                  46         57.6              0.0763
clock buffers               3         22.5              0.0299
inverters                   1         3.75             0.00498
[cells in the final DEF (no fill, tap or decap)]
master | netlist | layout
buf_2 | 0 | 16
inv_1 | 1 | 1
dfrtp_1 | 16 | 16
clkdlybuf4s50_1 | 0 | 17
clkbuf_4 | 0 | 3
buf_12 | 0 | 1
[how the worst max path moves through the flow]
stage | from | slack (ns) | to | cells past startpoint
5_1_grt | Q[6] | -0.004 | Q[6] | 1
4_1_cts | Q[6] | 0.03 | Q[6] | 1
6_report | Q[6] | 0.05 | Q[6] | 1
[cells by family after synthesis]
kind of cell           count (synthesis)  share of synthesized area
DFF                                   16                      0.991
buffers and inverters                  1                    0.00928
[stage by stage]
stage	setup WS, ns	util
after floorplan	0.488	-
final	0.0515	0.221
after global placement	0.0196	0.238
after detailed placement	0.0133	0.238
after CTS	0.0280	0.221
after global routing	-0.00375	0.221
No activity file was given, so power comes from the tool's default toggle rates.
