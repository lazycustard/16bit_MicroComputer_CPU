## flow/design.v

```verilog
module ALU(
    input [15:0] A,
    input [15:0] B,
    input [3:0] ALUControl,   
    output reg [15:0] Result,
    output reg Zero,
    output reg Carry
);
always @(*) begin
    Carry = 0;
    case(ALUControl)
        4'b0000: {Carry, Result} = A + B;
        4'b0001: {Carry, Result} = A - B;
        4'b0010: Result = A & B;
        4'b0011: Result = A | B;
        default: Result = 0;
    endcase
    Zero = (Result == 0);
end
endmodule
```

## flow/run.sh

```bash
#!/bin/bash
# OpenROAD 26Q1-2900-gdf79404cd8, Yosys 0.63+post, stock flow scripts
make -C /OpenROAD-flow-scripts/flow DESIGN_CONFIG=/design/flow/config.mk WORK_HOME=/design/flow/orfs finish
```

## flow/config.mk

```make
export PLATFORM = sky130hd
export DESIGN_NAME = ALU
export DESIGN_NICKNAME = ALU
export VERILOG_FILES = /design/flow/design.v
export SDC_FILE = /design/flow/constraint.sdc
export NUM_CORES = 4
export LEC_CHECK = 1
export CORE_UTILIZATION = 30
```

## flow/constraint.sdc

```tcl
current_design ALU

set clk_period 11.1
set clk_io_pct 0.2

create_clock -name clk0 -period $clk_period

set non_clock_inputs [all_inputs -no_clocks]
set_input_delay [expr $clk_period * $clk_io_pct] -clock clk0 $non_clock_inputs
set_output_delay [expr $clk_period * $clk_io_pct] -clock clk0 [all_outputs]
```

==> git commit body <==
Add synthesis and place-and-route results

* Run status: finished, final reports clean
- Maximum fanout along the worst path: 48
- After layout, the minimum clock period comes to ~8400 ps.
* Core Rows: 31
* Chip width: 88.8 µm
- Flip-flop and latch count: 0
* Number of buffers inserted by post-CTS setup repair: 0
- Per the run report, area growth between synthesis and finish was 26.4%.
* Top cells by area in the synthesized netlist: sky130_fd_sc_hd__ha_1 (28%), sky130_fd_sc_hd__inv_1 (8.5%), sky130_fd_sc_hd__o21ai_0 (5.3%), sky130_fd_sc_hd__a21oi_1 (4.7%), sky130_fd_sc_hd__nand2_1 (4.3%)
* Cells after DPL: 476
- The final weighted congestion recorded by global placement is 0.916.
- Slew at the pin closest to its max-slew limit: ~630 ps
* Fin crit share: around 76%
- First-pass GRT wire length: about 10 mm
- For this design, Yosys synthesis ends with a cell count of 340.
- Post-synthesis instance total: 340
* Max-slew violation total from the final report: 0
* Headroom to the max-slew limit: around 58%
- Violation count after the first detailed-routing iteration: slightly below 100
- Per the detail_route report, inserted antenna diodes total 0.
- Number of antenna violations at the first check in global routing: 0
* Post-synth top area share: between 20 and 30%
- Post-Syn Area: roughly 2300 µm²
- Fill cell total of the finished layout: 757
* Type of the most critical hold path: in2out
- Per the detail_route report, the via count comes to about 2,400.
- Total number of yosys warnings: 1
- Cell count of the worst hold path: 4
- Once layout is done, the placed cells without fillers occupy roughly 2900 µm².
- DP Wirelength: around 5.2 mm
- The worst setup path is captured at an output port.
- Routed WL per cell: around 13 µm
* Final setup violating endpoints: 0
- Core footprint: slightly above 7000 µm²
- For this design, the CTS-stage hold fixing added 0 buffers.
- Global router's overall resource usage: between 10% and 20%
- The final report lists a non-filler cell total of between 400 and 500.
- Post-synth area from yosys stat: around 2300 µm²
* RSZ-0062 raised after global routing: false
- Startpoint kind of the worst setup timing path: input pin
- Of the cells placed in the final design, the portion with a size suffix greater than 1 is roughly 2.4%.
- The die covers just under 8000 µm².
* Number of failing hold endpoints at the final stage: 0
- Entering global routing, the biggest net connects between 40 and 50 pins.
* Remaining antenna violation count: 0
- Core utilization at floorplan: a little under a third
- Summing the sequential cell areas from Yosys gives 0% of the chip area.
* Post-synthesis cell type with the largest combined area: sky130_fd_sc_hd__ha_1
- Sum of negative setup slack: 0 ps
- Count of buffers inserted at the top-level ports: roughly 54
- Post-synthesis area per instance: around 6.6 µm²
- Die extent in y: 88.8 µm
- Critical setup path kind: in2out
* Reg area: 0 µm²
- Number of maximum-capacitance constraint violations: 0
- The path with the worst hold slack has its endpoint at Result[0].
* Number of clock buffers in the layout: 0
* Cell variety after synth: between 50 and 60
- Tool Warnings: 66
* Worst vdd ir: around 0.014 mV
* Post-placement cell area: 2850 µm²
* Number of gates resized after CTS: 0
* Arrival time at the worst endpoint: a little over 6000 ps
- The script computed a power per unit cell area of between 40 and 50 nW/µm².
* Sum of routed wire length over all layers: around 6.3 mm
- The floorplan report gives the top-level pin count as about 54.
- The critical path endpoint has a required time of 8880 ps.
- Drt via density: approximately 5
- The analysis attributes to cell leakage a power of between 1 and 1.5 nW.
- Number of detailed-route iterations in the first pass: 5
* Design Power: 124 µW
- Achievable Freq: around 120 MHz
- The script parses the final routing iteration and logs DRC violations as 0.
- The global route stage reports its total congestion overflow as 0.
* Hold Startpoint: ALUControl[2]
- Number of global-route vias before repair: 2,264
-- critical path, stage by stage --
cell and delay (ps):
sky130_fd_sc_hd__clkdlybuf4s50_1 450, sky130_fd_sc_hd__buf_4 390, sky130_fd_sc_hd__inv_1 420, sky130_fd_sc_hd__mux4_2 320
sky130_fd_sc_hd__nor2_1 50, sky130_fd_sc_hd__or4_1 500, sky130_fd_sc_hd__a211o_1 270, sky130_fd_sc_hd__or4_1 410
sky130_fd_sc_hd__or4b_1 540, sky130_fd_sc_hd__nor4_2 140, sky130_fd_sc_hd__clkdlybuf4s50_1 490
-- logic make-up after synthesis --
| family | Yosys count | share of synthesized area (%) |
|---|---|---|
| compound gates | 105 | 30.3 |
| simple gates | 100 | 22.1 |
| buf+inv | 69 | 11.9 |
| fa+ha+maj | 52 | 29.5 |
| xor+xnor | 9 | 3.49 |
| mux | 5 | 2.83 |
-- per-stage QoR --
step / util, % / setup slack, ps / hold slack [ps]
after floorplan: - / 3970 / 4560
after global placement: 39.3 / 2680 / 5560
after detailed placement: 39.3 / 2640 / 5560
after CTS: 39.3 / 2630 / 5560
after global routing: 39.3 / 2390 / 5600
final: 39.3 / 2650 / 5560
-- cell usage in the layout (no fill, tap or decap), drive strengths merged, types with 4 or more instances in the layout --
| cell type | netlist | layout |
|---|---|---|
| clkdlybuf4s50 | 0 | 54 |
| inv | 51 | 51 |
| ha | 50 | 50 |
| o21ai | 28 | 28 |
| nor2 | 26 | 26 |
| nand2 | 26 | 26 |
| a21oi | 21 | 21 |
| nor3 | 11 | 11 |
| o22ai | 8 | 8 |
| xnor2 | 7 | 7 |
| nor2b | 6 | 6 |
| a211oi | 6 | 6 |
| nand4 | 6 | 6 |
| o31ai | 6 | 6 |
| or3 | 4 | 4 |
| o211ai | 4 | 4 |
| or4 | 4 | 4 |
| o21a | 4 | 4 |
| o311ai | 4 | 4 |
-- area by class of cell --
class | instances | area (µm²) | share of cell area (%)
multi-input combinational | 271 | 1990 | 69.8
tap | 99 | 124 | 4.34
inverter | 51 | 191 | 6.71
timing repair buffer | 55 | 548 | 19.2
-- per-layer routing --
| layer | global-route usage [%] | wire length, µm |
|---|---|---|
| met1 | 22.8 | 2960 |
| met4 | 1.47 | 48 |
| met2 | 30.1 | 3040 |
| met3 | 0.0946 | 225 |
| met5 | 0 | 0 |
-- cells in the mapped netlist, types with 4 or more instances --
master and count:
sky130_fd_sc_hd__nor2b_1 6, sky130_fd_sc_hd__o22ai_1 8, sky130_fd_sc_hd__nor2_1 26, sky130_fd_sc_hd__o31ai_1 6, sky130_fd_sc_hd__xnor2_1 7, sky130_fd_sc_hd__or3_1 4
sky130_fd_sc_hd__inv_1 51, sky130_fd_sc_hd__nor3_1 11, sky130_fd_sc_hd__nand2_1 26, sky130_fd_sc_hd__o211ai_1 4, sky130_fd_sc_hd__o21a_1 4, sky130_fd_sc_hd__buf_2 4
sky130_fd_sc_hd__a21oi_1 21, sky130_fd_sc_hd__o21ai_0 24, sky130_fd_sc_hd__ha_1 50, sky130_fd_sc_hd__a211oi_1 6, sky130_fd_sc_hd__or4_1 4, sky130_fd_sc_hd__o21ai_1 4
sky130_fd_sc_hd__clkbuf_1 12, sky130_fd_sc_hd__nand4_1 6
-- power breakdown --
part / internal, mW / leakage [nW] / switching, mW
registers: 0 / 0 / 0
logic: 0.0596 / 1.29 / 0.0639
clock network: 0 / 0 / 0
-- worst max-delay path by stage --
stage,to,from,slack (ps),depth (start not counted)
6_report,Zero,ALUControl[0],2650,11
4_1_cts,Zero,ALUControl[0],2630,11
5_1_grt,Zero,A[4],2390,13
Power is estimated from default activity; no workload was simulated.
